File: /design/flow/run.sh
#!/bin/bash
# OpenROAD 26Q1-2900-gdf79404cd8, Yosys 0.63+post, stock flow scripts
make -C /OpenROAD-flow-scripts/flow DESIGN_CONFIG=/design/flow/config.mk WORK_HOME=/design/flow/orfs finish
File: /design/flow/config.mk
export PLATFORM = sky130hd
export DESIGN_NAME = pwm
export DESIGN_NICKNAME = pwm
export VERILOG_FILES = /design/flow/design.v
export SDC_FILE = /design/flow/constraint.sdc
export NUM_CORES = 4
export LEC_CHECK = 1
export CORE_UTILIZATION = 30
File: /design/flow/constraint.sdc
current_design pwm

set clk_period 7.7
set clk_io_pct 0.2

create_clock -name clk0 -period $clk_period [get_ports {clk}]

set non_clock_inputs [all_inputs -no_clocks]
set_input_delay [expr $clk_period * $clk_io_pct] -clock clk0 $non_clock_inputs
set_output_delay [expr $clk_period * $clk_io_pct] -clock clk0 [all_outputs]
File: /design/flow/design.v
module pwm (clk, in, pwm);
input clk;
input [7:0]in;
output reg pwm;
reg [27:0] contador;
reg [27:0] ciclo = 0;
always @(posedge clk) begin
		if(in=='h30|in=='h31|in=='h32|in=='h33|in=='h34
			|in=='h35|in=='h36|in=='h37|in=='h38|in=='h39) begin
			case(in)
				'h30: ciclo<=0;       
				'h31: ciclo<=5_000;   
				'h32: ciclo<=10_000;  
				'h33: ciclo<=15_000;  
				'h34: ciclo<=20_000;  
				'h35: ciclo<=25_000;  
				'h36: ciclo<=30_000;  
				'h37: ciclo<=35_000;  
				'h38: ciclo<=40_000;  
				'h39: ciclo<=45_000;  
			endcase 
		end
end
always @(posedge clk) begin
	contador=contador+1;
	if (contador == 50_000)begin
		contador=0;
	end
	if (contador <= ciclo)begin
		pwm=1;
	end else begin
		pwm=0;
	end
end
endmodule 
==> reports/results.txt <==
Status -> completed
I/O pin count -> 10
Routed length per instance -> 10.9 µm
Slowest CP cell -> or3_1
Worst EP required -> 7940 ps
Slew HR -> 63.7%
Pleak -> 0.00114 µW
Init Core Util -> 31.0%
First-pass GRT wire length -> 7.65 mm
Final Max Tran Viols -> 0
CTS sink cnt -> 41
Largest net degree at the start of global routing -> 15
Fin area -> 2670 µm²
Critical path startpoint category -> flop
Register-to-register setup slack -> 3650 ps
FMAX -> 247 MHz
RR Startpoint -> contador[0]$_DFF_P_
Family with the most delay on the worst path -> simple AND/OR/NAND/NOR gates
Setup crit end kind -> flop
Crit path buffers/inverters -> 0
Fraction of layout cells with a size suffix above 1 -> 5.67%
Post-DP Area -> 2580 µm²
Vias per cell -> 4.69
Syn avg cell area -> 8.70 µm²
Number of H-tree levels -> 2
Hold path depth -> 1
Fill count -> 802
Synth cell types -> 44
Total congestion overflow -> 0
CTS clk-pin slew, worst paths -> 80 ps
Synth Instances -> 277
Worst hold path class -> reg2reg
Seq share, synth -> 39.0%
Worst Setup SP -> contador[0]$_DFF_P_
Leading area contributor after synthesis -> dfxtp_1
Critical path destination -> pwm$_DFF_P_
Vias in the first global route -> 1677
Final TNS setup -> 0 ps
# Cells Yosys -> 277
Max-Cap Viols -> 0
Top area cell types -> dfxtp_1 24%, edfxtp_1 15%, ha_1 7.3%
RSZ-0062 raised after global routing -> false
Root buffer cell -> clkbuf_8
Area Overhead vs Synth -> 11.0%
Clk buf depth -> 2
P per Cell Area -> 142 nW/µm²
Placed wire-length estimate -> 3.23 mm
Top cell area share -> 24.1%
Crit path DAT -> 4290 ps
Mapped cell area -> 2410 µm²
GRT Overall Usage -> 11.3%
Hold Vio Cnt, Final -> 0
Final Critical Period -> 4050 ps
Via count -> 1801
Diodes inserted -> 0
Post-CTS resize count -> 0
Tool warnings -> 25
Die Ht -> 91.6 µm
Worst r2r path cells -> 15
Worst slew pin tran -> 539 ps
Drt first-iter violations -> 51
Post-CTS Setup Bufs -> 0
Max incr delay on CP -> 460 ps
DIE AREA -> 8400 µm²
RePlAce Congestion -> 0.851
WS Path Type -> reg2reg
Worst Path Max Fanout -> 8
CTS tree -> done
Initial antenna violation count -> 0
Final WL -> 4.19 mm
Worst vdd ir -> 0.0724 mV
IO buf count -> 9
FP Rows -> 32
DRT Pass-1 Iters -> 4
Chip Area, Yosys -> 2410 µm²
Post-layout period usage -> 52.7%
Core Area -> 7770 µm²
Clock Skew -> 5.35 ps
Worst skew pair latency -> 290 ps
Die Span X -> 91.6 µm
DRT antenna net count -> 0
TritonCTS Buffers -> 5
Levels on crit path -> 15
Crit path cell chain -> ha_1 > and2_1 > nand4_1 > or3_1 > mux2i_1 > a2111o_1 > nor4_4 > nor2_1 > ha_1 > a21o_1 > a21o_1 > a21oi_1 > o21ai_0 > a21oi_1 > o21a_1
DRC Markers -> 0
Reg2reg end -> pwm$_DFF_P_
Count of final setup violators -> 0
Number of synthesized register bits -> 41
Yosys warning tally -> 1
Hold-fix buffers at CTS -> 0
[power breakdown]
group	switching (µW)	internal [µW]
logic	7.96	7.47
clock network	76.1	64.3
registers	0.323	222
[metrics by stage]
| stage | setup slack (ps) | power, µW | hold slack (ps) | utilization [%] | std cells |
|---|---|---|---|---|---|
| final | 3650 | 378 | 452 | 34.4 | 384 |
| after global routing | 3320 | 395 | 475 | 34.4 | 384 |
| after CTS | 3620 | 383 | 450 | 34.4 | 384 |
| after detailed placement | 3670 | 243 | 437 | 33.3 | 376 |
| after global placement | 3810 | 243 | 435 | 33.3 | 376 |
| after floorplan | 4060 | 237 | 420 | - | 277 |
[final cells by class]
class / count / area (µm²) / area share, %
multi-input combinational: 201 / 1340 / 49.9
sequential: 41 / 941 / 35.2
tap: 102 / 128 / 4.77
timing repair buffer: 10 / 97.6 / 3.65
inverter: 22 / 82.6 / 3.09
clock buffer: 5 / 68.8 / 2.57
clock inverter: 3 / 21.3 / 0.796
[placed cells by master, fill, tap and decap left out, types with 2 or more instances in the layout]
master	synthesis	final
inv_1	22	22
dfxtp_1	29	29
and2_1	4	4
ha_1	14	14
nor2b_1	7	7
edfxtp_1	12	12
xnor2_1	18	18
clkdlybuf4s50_1	0	9
and3_1	4	4
or3b_2	2	2
and4_1	3	3
or3_1	3	3
a21o_1	4	4
o21ai_0	6	6
a211o_1	2	2
o21a_1	2	2
nor3_1	10	10
a21oi_1	9	9
nand4_1	15	15
nand3_1	9	9
nand2b_1	3	3
nor4_1	3	3
or4_1	2	2
nor2_1	32	32
xor2_1	14	14
a211oi_1	2	2
nand2_1	19	19
clkbuf_8	0	5
[state kept, by name, indices dropped and copies added, names as in the netlist]
| name | flops |
|---|---|
| contador | 28 |
| ciclo | 12 |
| pwm | 1 |
[how the worst min path moves through the flow]
stage | startpoint | to | slack, ps
after CTS | contador[27]$_DFF_P_ | contador[27]$_DFF_P_ | 450
after global routing | contador[27]$_DFF_P_ | contador[27]$_DFF_P_ | 480
final | contador[27]$_DFF_P_ | contador[27]$_DFF_P_ | 450
[metal layers]
| layer | GRT usage [%] | share of wire, % | vias up |
|---|---|---|---|
| met2 | 17.6 | 41 | 41 |
| met3 | 2.28 | 4.5 | 7 |
| li1 | - | - | 977 |
| met5 | 0 | 0 | - |
| met4 | 1.06 | 1.1 | 0 |
| met1 | 17.3 | 54 | 776 |
[synthesized netlist by cell type (all sizes together)]
master  number
or3b         2
a211oi       2
nand4       16
o21a         2
xnor2       18
clkbuf      11
a211o        2
and4         3
nor2        32
xor2        14
nand3       10
a31oi        1
and3         4
o21ai        7
nor4         5
a2111o       1
ha          14
dfxtp       29
o31ai        1
or4          2
nor2b        7
mux2i        1
and2         4
buf          2
a21oi        9
o211ai       1
nand2       19
inv         22
nor3        11
nor3b        1
nand3b       1
nand2b       3
edfxtp      12
a21o         4
nand4b       1
or3          3
[cells by family after synthesis]
logic type | Yosys count | share of synthesized area (%)
AOI/OAI and AO/OA | 30 | 7.89
xor gates and xnor gates | 32 | 11.6
adders and majority gates | 14 | 7.27
buffers and inverters | 35 | 5.56
DFF | 41 | 39.0
muxes | 1 | 0.415
and+or+nand+nor | 124 | 28.2
No activity file was given, so power comes from the tool's default toggle rates.
