## /design/flow/design.v

```verilog
module pwm2 (clk, in, pwm);
input clk;
input [7:0]in;
output reg pwm;
reg [27:0] contador;
reg [27:0] ciclo = 0;
always @(posedge clk) begin
		if(in=='h63|in=='h78|in=='h30) begin
			case(in)
				'h30: ciclo<=0;          
				'h63: ciclo<=20_000;     
				'h78: ciclo<=50_000;     
			endcase 
		end
end
always @(posedge clk) begin
	contador=contador+1;
	if (contador == 50_000)begin
		contador=0;
	end
	if (contador <= ciclo)begin
		pwm=1;
	end else begin
		pwm=0;
	end
end
endmodule 
```

## /design/flow/config.mk

```make
export PLATFORM = sky130hd
export DESIGN_NAME = pwm2
export DESIGN_NICKNAME = pwm2
export VERILOG_FILES = /design/flow/design.v
export SDC_FILE = /design/flow/constraint.sdc
export NUM_CORES = 4
export LEC_CHECK = 1
export CORE_AREA = 10 10 104 104
export DIE_AREA = 0 0 114 114
```

## /design/flow/run.sh

```bash
#!/bin/bash
# OpenROAD 26Q1-2900-gdf79404cd8, Yosys 0.63+post, stock flow scripts
make -C /OpenROAD-flow-scripts/flow DESIGN_CONFIG=/design/flow/config.mk WORK_HOME=/design/flow/orfs finish
```

## /design/flow/constraint.sdc

```tcl
current_design pwm2

set clk_period 7.5
set clk_io_pct 0.2

create_clock -name clk0 -period $clk_period [get_ports {clk}]

set non_clock_inputs [all_inputs -no_clocks]
set_input_delay [expr $clk_period * $clk_io_pct] -clock clk0 $non_clock_inputs
set_output_delay [expr $clk_period * $clk_io_pct] -clock clk0 [all_outputs]
```

==> impl_metrics.tcl <==
# flow metrics
set metrics [dict create \
    drive_above_1_share 0.0661 \
    synth.yosys.chip_area_sq_mm 0.00194 \
    power.ir.vdd_worst_mv 0.0626 \
    setup_viol_count_final 0 \
    comb_pwr_share 0.018 \
    clockPowerShare 0.504 \
    synth.logic.top_family "simple AND/OR/NAND/NOR gates" \
    cp_num_buf_inv 0 \
    timing.final.crit_share 0.635 \
    final-comb-area_sq_mm 0.00119 \
    ys.warnings.count 1 \
    routabilityCongestion 0.893 \
    final_period_minus_worst_setup_slack_ps 4760 \
    run_status "finished, final reports clean" \
    first_global_vias 1521 \
    power.share.switching 0.185 \
    routed_wl_per_cell_um 12.1 \
    grt_first_pass_wirelength_um 7130 \
    layout-area-overhead-vs-synth_pct 15.6 \
    numClockSinks 32 \
    io_pins 10 \
    floorplanUtilization 0.223 \
    netlist.top_cell.by_area "sky130_fd_sc_hd__dfxtp_1" \
    cts_setup_buffers 0 \
    grt_antenna_before_repair 0 \
    drt_pass1_iterations 4 \
    seqPwrFrac 0.478 \
    synth-async-reset-ratio 0 \
    drcViolationCount 0 \
    reg2reg_depth 14 \
    timing.setup.critical_path_class "reg -> reg" \
    synth-seq-area-share 0.346 \
    storage_cell_area_sq_um 671 \
    synth-main-ff-cell "sky130_fd_sc_hd__dfxtp_1" \
    endpoint_kind_of_the_worst_setup_timing_path "flip-flop" \
    post_synth_edffs 3 \
    ctsRootBufferMaster "sky130_fd_sc_hd__clkbuf_8" \
    critPathMaxFanout 12 \
    yosys-top-cells-count "sky130_fd_sc_hd__dfxtp_1 (29), sky130_fd_sc_hd__xnor2_1 (20), sky130_fd_sc_hd__nand2_1 (18)" \
    via_count 1575 \
    worst_path_dominant_cell_family "simple AND/OR/NAND/NOR gates" \
    final_antenna_net_count 0 \
    power.total_mw 0.361 \
    whs_path_depth 1 \
    overall_global_routing_resource_usage 0.0644 \
    tritoncts "yes" \
    warnings 25 \
    rr_startpoint "contador[3]$_DFF_P_" \
    post_synth_xor_area_fraction 0.136 \
    power_density_mw_per_mm2 161 \
    num_antenna_cells 0 \
    clock-skew-final_ps 8.95 \
    hold_buffers 0 \
    portBuffers 9 \
    syn_avg_cell_area_sq_um 8.72 \
    synth.lib_cells_used.distinct 51 \
    tritoncts.num_buffers 5 \
    floorplan.die_area_sq_mm 0.0130 \
    sort_of_element_at_the_start_of_the_critical_path "flip-flop" \
    worst_ep_required_time_ps 7720 \
    synthMuxAreaShare 0.0110 \
    ff2ff_setup_slack_ps 2740 \
    number_of_cells_in_the_yosys_synthesis_report 222 \
    chipHeight_um 114 \
    timing.rr.end "pwm$_DFF_P_" \
    compound_cell_area_share_of_the_yosys_netlist 0.101 \
    drv.max_cap_violation_count 0 \
    hold_ws_ps 486 \
    crit_path_top_delay_cell "sky130_fd_sc_hd__or4_4" \
    cts.repair.resized 0 \
    total_negative_setup_slacks_ps 0 \
    utilization 0.258 \
    die_width_um 114 \
    hold_path.startpoint "contador[25]$_DFF_P_" \
    crit_path_cell_trace "nand3_1 -> or4_4 -> or3_1 -> a2111oi_0 -> o311ai_0 -> and4bb_1 -> nor2_1 -> ha_1 -> and4_1 -> nand2_1 -> or4_1 -> nor3_1 -> o2111ai_1 -> a21oi_1" \
    worst_max_slew_margin_expressed_relative_to_the_limit 0.298 \
    largest_net_degree_at_the_start_of_global_routing 13 \
    power_leakage_nw 0.804 \
    internal-power_mw 0.294 \
    synth_cells 222 \
    detail_route.iter0.violations 108 \
    overflow 0 \
    fill_cells 945 \
    number_of_cells_on_the_critical_path 14 \
    synthDominantCellAreaShare 0.300 \
    timing_worst_slew_pin_value_ps 1040 \
    net-switching-power_mw 0.0667 \
    cts.htree.levels 2 \
    totalWireLength_um 4050 \
    netlist.top_cell.by_instances "sky130_fd_sc_hd__dfxtp_1" \
    std_cell_rows 34 \
    dp_cells 327 \
    critical_path_arrival_ps 4980 \
    postSynthRegisterBits 32 \
    hold_viol 0 \
    hpwlAfterDp_um 3120 \
    slew_violations 0 \
    synthAdderAreaFrac 0.0646 \
    crit_path_max_incr_delay_ps 710 \
    std_cell_core_area_sq_mm 0.00868 \
    clkSlewWorstSetupHoldPaths_ps 70 \
    post_drt_via_cell_ratio 4.70 \
    synth.cell_area_sq_mm 0.00194 \
    ctsLongestPathBuffers 2 \
    critPathLaunch "contador[3]$_DFF_P_" \
    hold-path-endpoint "contador[25]$_DFF_P_" \
    rsz0062_at_grt "false" \
    hold_path.class "reg -> reg" \
    layoutNonFillerInstCount 335 \
    top_cells_by_area "sky130_fd_sc_hd__dfxtp_1 (30%), sky130_fd_sc_hd__xnor2_1 (9.0%), sky130_fd_sc_hd__ha_1 (6.5%)" \
    max_clock_freq_mhz 210 \
    clk-insertion-delay-late_ps 290 \
    post_synth_and_or_nand_nor_area_fraction 0.302 \
]
==> layout make-up <==
type / instances / area share
well taps: 108 / 0.0604
clock inverters: 1 / 0.0134
flip-flops and latches: 32 / 0.300
multi-input cells: 171 / 0.532
inverters: 7 / 0.0117
repair buffers: 9 / 0.0402
clock buffers: 7 / 0.0430
==> worst max path at each step <==
stage,to,slack (ps)
after CTS,pwm$_DFF_P_,2760
after global routing,pwm$_DFF_P_,2270
final,pwm$_DFF_P_,2740
==> per-stage QoR <==
| stage | setup WS (ps) | cell area (sq um) |
|---|---|---|
| finish | 2740 | 2240 |
| floorplan | 3650 | 1940 |
| detailed placement | 2820 | 2110 |
| CTS | 2760 | 2240 |
| global placement | 2890 | 2110 |
| global route | 2270 | 2240 |
==> flip-flops by register name, summed over array words and instances (netlist names) <==
signal / cells
pwm: 1
contador: 28
ciclo: 3
==> layout by cell type, fill, tap and decap left out, types with 2 or more instances in the layout <==
cell,n
sky130_fd_sc_hd__a21oi_1,7
sky130_fd_sc_hd__nand2b_1,5
sky130_fd_sc_hd__nor2b_1,3
sky130_fd_sc_hd__and4_1,2
sky130_fd_sc_hd__edfxtp_1,3
sky130_fd_sc_hd__dfxtp_1,29
sky130_fd_sc_hd__and3_1,5
sky130_fd_sc_hd__xor2_1,10
sky130_fd_sc_hd__clkdlybuf4s50_1,9
sky130_fd_sc_hd__inv_1,7
sky130_fd_sc_hd__o21a_1,2
sky130_fd_sc_hd__nand2_1,18
sky130_fd_sc_hd__nor3_1,11
sky130_fd_sc_hd__nand3b_1,2
sky130_fd_sc_hd__nand3_1,11
sky130_fd_sc_hd__a2111oi_0,2
sky130_fd_sc_hd__a41oi_1,2
sky130_fd_sc_hd__ha_1,10
sky130_fd_sc_hd__nor2_1,11
sky130_fd_sc_hd__nor4_1,8
sky130_fd_sc_hd__xnor2_1,20
sky130_fd_sc_hd__clkbuf_8,7
sky130_fd_sc_hd__o21ai_0,3
sky130_fd_sc_hd__nand4_1,11
sky130_fd_sc_hd__and2_1,2
==> logic make-up (layout without fill, tap and decap cells) <==
group	after synthesis	after routing
fa+ha+maj	10	10
simple gates	101	101
buf+inv	19	24
mux	2	2
flops	32	32
compound gates	28	28
xor+xnor	30	30
==> routing by layer <==
layer  share of wire  global-route usage  up-vias
li1                -                   -      823
met1            0.51              0.0924      718
met3           0.047              0.0149        6
met2            0.43              0.0995       28
met4           0.012             0.00835        0
met5               0                   0        -
==> power by group through the flow <==
stage	clock network, mW	logic [mW]	registers (mW)
4_1_cts	0.185	0.00672	0.172
5_1_grt	0.194	0.00730	0.172
6_report	0.182	0.00664	0.172
No activity file was given, so power comes from the tool's default toggle rates.
