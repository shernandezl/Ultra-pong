`design/flow/run.sh`:
```
#!/bin/bash
# OpenROAD 26Q1-2900-gdf79404cd8, Yosys 0.63+post, stock flow scripts
make -C /OpenROAD-flow-scripts/flow DESIGN_CONFIG=/design/flow/config.mk WORK_HOME=/design/flow/orfs finish
```
`design/flow/config.mk`:
```
export PLATFORM = sky130hd
export DESIGN_NAME = uart_rx
export DESIGN_NICKNAME = uart_rx
export VERILOG_FILES = /design/flow/design.v
export SDC_FILE = /design/flow/constraint.sdc
export NUM_CORES = 4
export LEC_CHECK = 1
export CORE_AREA = 10 10 107 107
export DIE_AREA = 0 0 117 117
```
`design/flow/constraint.sdc`:
```
current_design uart_rx

set clk_period 1.5
set clk_io_pct 0.2

create_clock -name clk0 -period $clk_period [get_ports {clk}]

set non_clock_inputs [all_inputs -no_clocks]
set_input_delay [expr $clk_period * $clk_io_pct] -clock clk0 $non_clock_inputs
set_output_delay [expr $clk_period * $clk_io_pct] -clock clk0 [all_outputs]
```
`design/flow/design.v`:
```
module uart_rx(clk,s,rx,reset,dato);
input clk;
input s;
input rx;
input reset;
output reg [7:0] dato=8'b0;
parameter NO_LEER=1'b0, LEER=1'b1;
reg status;
reg iniciar;
reg [8:0] contador;
reg tick;
reg [4:0] c;
reg control;
reg [3:0] numero_bits;
reg [7:0] temp;
reg done;
initial begin
	status=NO_LEER;
	done=1'b0;
	iniciar=1'b0;
	contador=9'b0;
	c=5'b0;
	tick=1'b0;
	control=1'b1;
	numero_bits=4'b0;
	temp=8'b0;
end	
always@(posedge clk)begin
	case (status)
		NO_LEER: begin
			iniciar=0;
			if((!rx && !done))begin
				status=LEER;
			end
		end
		LEER: begin
			iniciar=1;
			if(done && rx)begin
				status=NO_LEER;
			end
		end
	endcase
end
always@(posedge clk)begin  
	if(contador<163)begin
		contador=contador+1;
	end
	else begin
		contador=9'b0;
		tick=!tick;
	end
end
always@(posedge tick)begin
	if(!reset)begin
		dato=0;
	end
	if(iniciar && reset)begin
		c=c+1;
		if((c==8) && control)begin
			control=1'b0;
			c=0;
		end
		if((c==16) && (!control) && numero_bits<9)begin
			temp = {rx,temp[7:1]};
			numero_bits=numero_bits+1;
			c=0;
		end
		if(numero_bits==8 && c==8 && rx )begin
			control=1'b1;
			c=1'b0;
			done=1'b1;
			numero_bits=4'b0;
			dato=temp;
			temp=8'b0;
		end
	end
	else begin
		done=0;
	end
	if(s==0) dato<='h30;
end
endmodule 
```
==> CHANGELOG.md <==
## Implementation

- Crit end category: flip-flop
- Share of power burned in registers: 45.7%
- Met2 GRT Util: 8.40%
- Clock power share: 38.9%
- Sequential-to-total area share from yosys stat: 47.1%
- Detail Route Antenna Nets: 0
- Rel. slew slack: 68.4%
- Count of unclocked register or latch pins: 27
- TritonCTS clock tree: done
- Die width: 117 um
- Worst Hold Depth: 0
- OpenROAD warning count: 30
- Comb pwr share: 15.4%
- Synth warn: 1
- Chip Area, Yosys: 0.00206 mm^2
- Setup tns final: -0.0367 ns
- Via density per instance: 4.32
- Failing checks: setup timing
- # diodes: 0
- CTS H-tree lvls: 1
- Largest net degree at the start of global routing: 28
- Final setup violation count: 1
- R2R depth: 4
- Post-Route WL: 3600 um
- Clock slew at reported path FFs: 0.05 ns
- I/O pins: 12
- Worst path arrival time: 1.53 ns
- Pre-CTS setup slack: -0.0560 ns
- Port bufs: 11
- Net Sw Frac: 23.1%
- Area Growth Syn to Fin: 16.0%
- Num rows: 35
- Final hold vios: 0
- HPWL after detailed placement: 2600 um
- Fmax: 651 MHz
- Cell area after layout: 0.00239 mm^2
- Net Switching: 205 uW
- Startpoint types: flip-flop
- Fraction of layout cells with a size suffix above 1: 18.2%
- Top_reg_cell synth: dfxtp_1
- Ys flops: 39
- Crit Path Max Fanout: 7
- Per-cell routed wire length: 11.3 um
- Met3 usage: 0.722%
- Clock latency on the worst-skew pair: 0.24 ns
- DRC viols: 0
- Minimum clock period: 1.54 ns
- Core area: 0.00920 mm^2
- Mean Syn Cell Area: 10.7 um^2
- Unrepaired setup endpoints after global routing: yes
- Worst hold slack: 0.352 ns
- GRT Total Usage: 5.52%
- Pre-Repair DR Iteration Count: 4
- Die footprint: 0.0137 mm^2
- Met1 Track Usage GR: 8.38%
- Final period util: 102%
- Required time worst endpoint: 1.50 ns
- Final setup margin: -0.0367 ns
- Worst-Margin Slew: 0.461 ns
- Gr ovfl total: 0
- Setup Skew: 0.000438 ns
- Yosys Instances: 193
- Via count: 1382
- Max-cap violations: 0
- Crit path kind: reg -> reg
- DIE HEIGHT: 117 um
- CTS root buffer: clkbuf_8
- Int Power: 682 uW
- EDFF count, synth: 19
- Cell area after synthesis: 0.00206 mm^2
- Fin. max-slew vios: 0
- Hold-fix buffer count after cts: 0
- Hold Path Class: reg -> reg
- Area post-placement: 0.00232 mm^2
- FFs w/ async S/R, synth: 0%
- GP Congestion: 0.769
- Peak VDD IR: 0.000203 V
- Violation count after the first detailed-route iteration: 77
- Distinct lib cells: 47
- Initial antenna violation count: 0
- Power density cells: 371 mW/mm^2
- CTS Buf Count: 3
- Busiest grt layer: met2
- Floorplan Utilization: 22.4%
- Endpoints left unconstrained: 53
- Status: finished with violations
- Vias in the first global route: 1350
- Bufs on Longest Clock Path: 2
- Final Power: 887 uW
- Post-Syn Instances: 193
- First-pass GRT wire length: 6320 um
- Leakage: 0.921 nW
==> metrics by stage <==
stage | std cells | utilization, %
6_report | 320 | 26.0
5_1_grt | 320 | 26.0
4_1_cts | 320 | 25.9
3_5_place_dp | 316 | 25.2
3_3_place_gp | 316 | 25.2
2_1_floorplan | 193 | -
==> layer usage <==
layer | up-vias | wire length (um)
li1 | 712 | -
met1 | 652 | 1890
met2 | 16 | 1570
met3 | 2 | 104
met4 | 0 | 36
met5 | - | 0
==> state kept, by name, summed over array words and instances, names as in the netlist <==
register	count
iniciar	1
tick	1
done	1
status	1
contador	9
control	1
temp	8
dato	8
c	5
numero_bits	4
==> cell usage in the layout (no fill, tap or decap), types with 2 or more instances in the layout <==
master	synthesis	final
mux2_2	10	10
ha_1	5	5
nand2_1	26	26
nor2b_1	11	11
nand4_1	2	2
a21o_1	3	2
edfxtp_1	19	19
nand3_1	6	6
clkbuf_8	0	4
dfxtp_1	20	18
buf_4	0	8
mux2i_1	7	7
a311o_1	2	2
and2_1	6	5
nor2_1	17	15
nor2_2	0	2
dfxtp_2	0	2
and3_1	3	3
a31oi_1	4	4
inv_1	5	5
xnor2_1	3	3
o21ai_0	3	3
clkdlybuf4s50_1	0	11
xor2_1	7	7
a21oi_1	3	3
==> final timing paths <==
kind | startpoint | endpoint | slack (ns)
hold / removal | status$_DFF_P_ | iniciar$_DFF_P_ | 0.35
hold reg to reg | status$_DFF_P_ | iniciar$_DFF_P_ | 0.35
setup reg to reg | contador[1]$_SDFF_PP0_ | tick$_DFFE_PP_ | -0.04
setup / recovery | contador[1]$_SDFF_PP0_ | tick$_DFFE_PP_ | -0.04
==> cell usage after synthesis, drive strengths merged, types with 2 or more instances <==
cell	instances	share of area (%)
nor2	18	3.6
dfxtp	20	19
mux2	11	6.2
nand3	6	1.5
and2	6	1.8
ha	5	3.0
a311o	2	0.97
a21oi	4	1.2
nand3b	2	1.3
inv	5	0.91
and3	4	1.5
xor2	7	3.0
edfxtp	19	28
nand2	26	4.7
xnor2	3	1.3
a21o	3	1.1
a31oi	4	1.2
buf	6	2.4
nand4	3	1.6
nor2b	11	3.3
o21ai	3	0.73
mux2i	7	3.4
==> power by group through the flow <==
stage / Sequential (mW) / Combinational [mW] / Clock, mW
6_report: 0.405 / 0.137 / 0.345
5_1_grt: 0.408 / 0.154 / 0.375
4_1_cts: 0.404 / 0.137 / 0.358
==> worst max-delay path, cell delays in order (launching register included) <==
cell and delay (ns):
dfxtp_2 0.31, and2_4 0.15, or4_1 0.39, a31o_2 0.23
a21o_4 0.22
==> what timing repair did <==
action | in CTS | in global routing
gates resized | 1 | 3
setup buffers | 0 | 0
endpoints found under the setup margin | 1 | 6
==> layout make-up <==
cell class,instances,area [um^2]
fillers,954,6810
multi-input cells,142,1030
flip-flops and latches,39,973
repair buffers,19,170
well taps,111,139
clock buffers,4,55.1
inverters,5,18.8
==> kinds of logic (layout without fill, tap and decap cells) <==
group / count (synthesis) / in the layout / share of synthesized area (%)
xor gates and xnor gates: 10 / 10 / 4.25
muxes: 18 / 18 / 9.59
and+or+nand+nor: 83 / 83 / 22.2
buffers and inverters: 12 / 28 / 3.46
DFF: 39 / 39 / 47.1
other: 1 / 1 / 0.182
adders and majority gates: 5 / 5 / 3.04
AOI/OAI and AO/OA: 25 / 25 / 10.2
No activity file was given, so power comes from the tool's default toggle rates.
